[/design/flow/run.sh]
#!/bin/bash
# OpenROAD 26Q1-2900-gdf79404cd8, Yosys 0.63+post, stock flow scripts
make -C /OpenROAD-flow-scripts/flow DESIGN_CONFIG=/design/flow/config.mk WORK_HOME=/design/flow/orfs finish
[/design/flow/config.mk]
export PLATFORM = sky130hd
export DESIGN_NAME = alu
export DESIGN_NICKNAME = alu
export VERILOG_FILES = /design/flow/design.v
export SDC_FILE = /design/flow/constraint.sdc
export NUM_CORES = 4
export LEC_CHECK = 1
export CORE_AREA = 10 10 104 104
export DIE_AREA = 0 0 114 114
[/design/flow/constraint.sdc]
current_design alu

set clk_period 5.5
set clk_io_pct 0.2

create_clock -name clk0 -period $clk_period

set non_clock_inputs [all_inputs -no_clocks]
set_input_delay [expr $clk_period * $clk_io_pct] -clock clk0 $non_clock_inputs
set_output_delay [expr $clk_period * $clk_io_pct] -clock clk0 [all_outputs]
[/design/flow/design.v]
module alu(
input		[7:0] in_a	,	 
input 		[7:0] in_b	,	 
input 		[3:0] opcode	,	 
output reg	[7:0] alu_out	,	 
output reg	      alu_zero	,	 
output reg	      alu_carry		 
);
 parameter c_add = 4'h1;
 parameter c_sub = 4'h2;
 parameter c_inc = 4'h3;
 parameter c_dec = 4'h4;
 parameter c_or	 = 4'h5;
 parameter c_and = 4'h6;
 parameter c_xor = 4'h7;
 parameter c_shr = 4'h8;
 parameter c_shl = 4'h9;
 parameter c_onescomp = 4'ha;
 parameter c_twoscomp = 4'hb;
always_comb begin
case (opcode)
c_add:					
	{alu_carry,alu_out} = in_a + in_b;
c_sub:
	{alu_carry,alu_out} = in_a - in_b;
c_inc:
	{alu_carry,alu_out} = in_a + 1;
c_dec:
	{alu_carry,alu_out} = in_a - 1;
c_or:
begin
	alu_carry = 1'b0;
	alu_out = in_a | in_b;
end
c_and:
begin
	alu_carry = 1'b0;
	alu_out = in_a & in_b;
end
c_xor:
begin
	alu_carry = 1'b0;
	alu_out = in_a ^ in_b;
end
c_shr:
begin
	alu_carry = 1'b0;
	alu_out = in_a >> 1;
end
c_shl:
	{alu_carry,alu_out} = in_a << 1;
c_onescomp:
begin
	alu_carry = 1'b0;
	alu_out = ~in_a;
end
c_twoscomp:
	{alu_carry,alu_out} = ~in_a + 1;
default:
begin
	alu_out = 8'bx;
	alu_carry = 1'b0;
end
endcase
case (alu_out)
8'b00000000:
	alu_zero = 1'b1;
8'b11111111:
	alu_zero = 1'b0;
default:	
	alu_zero = 1'bx;
endcase
end
endmodule
==> flow_summary.yaml <==
# yosys + openroad results
status:
  status: "complete, no violations"
worst_setup_path:
  cp_num_cells: 11
  cpPeakStageDelay_ns: 0.48
  critPathMaxFanout: 9
  crit_slowest_cell: "clkdlybuf4s50_1"
  cp.required_ns: 4.40
  cp-startpoint: "in_a[2]"
  path_class: "in -> out"
  crit_family: "buffers and inverters"
  worstPathCellList: "clkdlybuf4s50_1, inv_1, ha_1, and3_1, a2111o_1, a221o_1, o21ai_0, o2111ai_1, and3_1, nand4_1, clkdlybuf4s50_1"
  crit_path_start_kind: "primary input"
  cp.arrival_ns: 4.14
  end_kind: "primary output"
  crit_buf_inv: 3
  crit_path_end: "alu_zero"
power_and_ir_drop:
  p_leak_nw: 1.10
  ir_drop_v: 0.0000254
  switching_share_pct: 51.5
  clkPwrFrac_pct: 0
  p_int_mw: 0.112
  p_comb_share_pct: 100.0
  powerDensity_nw_per_um2: 88.0
  p_sw_mw: 0.119
  share_seq_of_total_power_pct: 0
layout:
  comb_area_um2: 1850
  final_cells: 437
  drive_gt1_share_pct: 14.0
  ff_count: 0
  synthToLayoutAreaGrowth_pct: 21.7
  n_fill_cell: 946
  num-clock-buffers: 0
  ff_latch_area_um2: 0
grt:
  grt_max_degree: 28
  grtUsageTotal_pct: 11.3
  grt_pass1_vias: 2314
  antenna_found_initial: 0
  overflow: 0
  grt_pass1_wl_um: 12400
flow_run:
  warning_count: 50
  cap_violations: 0
timing:
  post-route-period-util_pct: 95.2
  finalSetupTns_ns: 0
  slew_violations: 0
  fin_crit_ns: 5.24
  grt_setup_unrepaired: "no"
  final_hold_viol_count: 0
  tightest_slew_ns: 0.554
  clock.fmax_ghz: 0.191
  slew-limit-headroom_pct: 63.0
  finalSetupViolCount: 0
logic_synthesis:
  synthCells: 293
  yosysTopAreaCell: "ha_1"
  yosysWarnings: 1
  yosys.area.top_type_share_pct: 15.6
  yosys.stat.seqShare_pct: 0
  synth.area.top_cells: "ha_1 (16%), inv_1 (4.7%), a21oi_1 (4.4%), nand2_1 (4.0%), o21ai_0 (3.9%)"
  yosys_area_um2: 2160
  syn_area_um2: 2160
  syn_area_per_cell_um2: 7.37
  synth.distinct_cells: 75
  yosys_cells: 293
routing:
  num_vias: 2413
  viasPerCell: 5.52
  drtPass1Iterations: 5
  wirelength_um: 7460
  antenna_left: 0
  diodes: 0
  avgRoutedWirePerCell_um: 17.1
  drt_iter0_markers: 228
  drc_errors: 0
die:
  core_um2: 8680
  chipArea_um2: 13000
  die_w_um: 114
  io-pin-count: 30
  fp_util_pct: 24.9
  core.rowCount: 34
  fp.dieH_um: 114
hold_path:
  hold_depth: 5
  min_path_type: "in -> out"
  min_from: "in_a[5]"
place:
  dp_cells: 437
  gp_congestion: 0.996
  hpwlAfterDp_um: 5990
  io_buffers: 30
clock_network:
  post_cts_buffers: 0
-- stage by stage --
stage / instance area (um^2) / util, % / worst slack [ns] / hold WS [ns] / power, mW
after detailed placement: 2620 / 30.1 / 0.262 / 3.48 / 0.228
final: 2630 / 30.3 / 0.264 / 3.46 / 0.231
after global routing: 2630 / 30.3 / 0.0472 / 3.54 / 0.255
after global placement: 2620 / 30.1 / 0.291 / 3.46 / 0.229
after CTS: 2620 / 30.1 / 0.256 / 3.49 / 0.229
after floorplan: 2160 / - / 1.34 / 2.41 / 0.140
-- cells in the final DEF (no fill, tap or decap), types with 5 or more instances in the layout --
master	instances
nor2_1	11
clkdlybuf4s50_1	30
a21oi_1	19
o21ai_0	17
and3_1	5
nand4_1	5
xnor2_1	7
nor2b_1	6
a32oi_1	5
nor3b_1	5
ha_1	27
a21o_1	5
mux2i_1	7
nor3_1	8
inv_1	27
buf_4	29
nand2_1	23
-- cell families (layout without fill, tap and decap cells) --
group           after synthesis  after routing  synth area share (%)
fa+ha+maj                    29             29                  17.5
mux                           8              8                  3.77
simple gates                 90             90                  24.0
xor+xnor                      7              7                  2.84
buf+inv                      51             87                  14.8
compound gates              108            108                  37.1
-- what timing repair did --
item	in CTS	in global routing
resized	0	1
hold buffers	0	0
setup endpoints to repair	0	1
-- synthesized netlist by cell type, types with 2 or more instances --
master / instances
o211ai_1: 4
nor3b_1: 5
buf_2: 6
a22o_1: 3
clkbuf_8: 6
xnor2_1: 7
a211oi_1: 3
o21ai_0: 17
o22ai_1: 4
o221ai_1: 3
and3_2: 2
o21bai_1: 3
o311ai_0: 4
a31oi_1: 2
and3_1: 5
o32a_1: 2
mux2i_1: 7
buf_6: 5
nor2_1: 11
fa_1: 2
a21o_1: 5
nor3_1: 8
a21oi_1: 19
a2bb2oi_1: 3
buf_4: 3
a32oi_1: 5
o2111ai_1: 3
nand2_1: 23
o32ai_1: 3
ha_1: 27
or3_1: 2
a311oi_1: 2
a221oi_1: 3
clkbuf_1: 3
nor2b_1: 6
inv_1: 27
nand2b_1: 2
a22oi_1: 2
or2_2: 3
nand4_1: 5
nand3_1: 4
-- power by group through the flow --
| stage | Sequential, mW | Clock, mW | Combinational (mW) |
|---|---|---|---|
| 4_1_cts | 0 | 0 | 0.229 |
| 6_report | 0 | 0 | 0.231 |
| 5_1_grt | 0 | 0 | 0.255 |
-- routing by layer --
layer | share of wire, % | GRT usage, % | vias up | routed length [um]
met5 | 0 | 0 | - | 0
met1 | 46 | 15.9 | 1132 | 3420
met3 | 5.4 | 1.22 | 12 | 402
li1 | - | - | 1186 | -
met2 | 46 | 18.1 | 83 | 3440
met4 | 2.6 | 2.92 | 0 | 195
-- layout make-up --
type	instances	share of cell area, %
repair buffers	60	20.5
well taps	108	5.14
multi-input cells	242	70.5
inverters	27	3.86
-- worst min-delay path by stage --
stage / endpoint / slack, ns
final: alu_out[5] / 3.46
after global routing: alu_out[5] / 3.54
after CTS: alu_out[5] / 3.49
Power and IR drop assume default switching activity.
